File: constraint.sdc
current_design adc_control_auto

set clk_period 11.4
set clk_io_pct 0.2

create_clock -name clk0 -period $clk_period [get_ports {sys_clk}]

set non_clock_inputs [all_inputs -no_clocks]
set_input_delay [expr $clk_period * $clk_io_pct] -clock clk0 $non_clock_inputs
set_output_delay [expr $clk_period * $clk_io_pct] -clock clk0 [all_outputs]
File: design.v
`timescale 1ns / 1ps
module adc_control_auto (
    input  wire        sys_clk,         
    input  wire        rst_n,           
    input  wire        adc_read_done,   
    input  wire [15:0] adc_ch1,         
    input  wire [15:0] adc_ch2,
    input  wire [15:0] adc_ch3,
    input  wire [15:0] adc_ch4,
    input  wire [15:0] adc_ch5,
    input  wire [15:0] adc_ch6,
    input  wire [15:0] adc_ch7,
    input  wire [15:0] adc_ch8,
    output reg  [13:0] mem_wr_addr,     
    output reg  [31:0] mem_wr_data,     
    output reg         mem_wr_en        
);
    reg        writing;         
    reg  [2:0] write_count;     
    reg        last_read_done;  
    always @(posedge sys_clk or negedge rst_n) begin
        if (!rst_n) begin
            last_read_done <= 1'b0;
        end else begin
            last_read_done <= adc_read_done;
        end
    end
    always @(posedge sys_clk or negedge rst_n) begin
        if (!rst_n) begin
            mem_wr_addr <= 14'd1;     
            mem_wr_data <= 32'd0;
            mem_wr_en   <= 1'b0;
            writing     <= 1'b0;
            write_count <= 3'd0;
        end else begin
            if ((adc_read_done == 1'b1) && (last_read_done == 1'b0) && !writing) begin
                writing     <= 1'b1;
                write_count <= 3'd0;
            end
            if (writing) begin
                case (write_count)
                    3'd0: begin
                        mem_wr_data <= {adc_ch2, adc_ch1};
                        mem_wr_en   <= 1'b1;
                        write_count <= 3'd1;
                    end
                    3'd1: begin
                        mem_wr_en   <= 1'b0;
                        mem_wr_addr <= (mem_wr_addr >= 14'h3F7) ? 14'd1 : (mem_wr_addr + 14'd1);
                        write_count <= 3'd2;
                    end
                    3'd2: begin
                        mem_wr_data <= {adc_ch4, adc_ch3};
                        mem_wr_en   <= 1'b1;
                        write_count <= 3'd3;
                    end
                    3'd3: begin
                        mem_wr_en   <= 1'b0;
                        mem_wr_addr <= (mem_wr_addr >= 14'h3F7) ? 14'd1 : (mem_wr_addr + 14'd1);
                        write_count <= 3'd4;
                    end
                    3'd4: begin
                        mem_wr_data <= {adc_ch6, adc_ch5};
                        mem_wr_en   <= 1'b1;
                        write_count <= 3'd5;
                    end
                    3'd5: begin
                        mem_wr_en   <= 1'b0;
                        mem_wr_addr <= (mem_wr_addr >= 14'h3F7) ? 14'd1 : (mem_wr_addr + 14'd1);
                        write_count <= 3'd6;
                    end
                    3'd6: begin
                        mem_wr_data <= {adc_ch8, adc_ch7};
                        mem_wr_en   <= 1'b1;
                        write_count <= 3'd7;
                    end
                    3'd7: begin
                        mem_wr_en   <= 1'b0;
                        mem_wr_addr <= (mem_wr_addr >= 14'h3F7) ? 14'd1 : (mem_wr_addr + 14'd1);
                        writing     <= 1'b0;
                        write_count <= 3'd0;
                    end
                    default: begin
                        mem_wr_en <= 1'b0;
                    end
                endcase
            end else begin
                mem_wr_en <= 1'b0;
            end
        end
    end
endmodule
File: run.sh
#!/bin/bash
# OpenROAD 26Q1-2900-gdf79404cd8, Yosys 0.63+post, stock flow scripts
make -C /OpenROAD-flow-scripts/flow DESIGN_CONFIG=/design/flow/config.mk WORK_HOME=/design/flow/orfs finish
File: config.mk
export PLATFORM = sky130hd
export DESIGN_NAME = adc_control_auto
export DESIGN_NICKNAME = adc_control_auto
export VERILOG_FILES = /design/flow/design.v
export SDC_FILE = /design/flow/constraint.sdc
export NUM_CORES = 4
export LEC_CHECK = 1
export CORE_UTILIZATION = 30
==> flow_summary.toml <==
# flow metrics
[outcome]
status = "finished, final reports clean"

[clocking]
htreeDepth = 3
insertion_delay_ns = 0.33
cts_resized = 0
holdBufCountCts = 0
post_cts_buffers = 0
cts.sinks = 57
cts_tree = "yes"
cts_buffers = 9
clkTransAtPathRegs_ns = 0.06
clk_path_buf_depth = 2
root_buffer = "clkbuf_8"

[floorplanning]
row_count = 35
chipWidth_um = 99.67
fp.coreArea_um2 = 9240
chipArea_um2 = 9933
die_h_um = 99.67
io_pins = 178
fp_util_pct = 30.97

[timing]
worst_slack_ns = 7.731
finalSetupViolCount = 0
timing_hold_violations_final = 0
worstMarginPinSlew_ns = 0.7383
rsz0062_at_grt = "no"
slew-limit-headroom_pct = 50.78
finalCriticalPeriod_ns = 3.669
holdWs_ns = 0.4771
setup_tns_ns = 0
drv_slew = 0
period_used_pct = 32.18
finClkSkew_ns = 0.007855
max_freq_mhz = 272.6

[grt]
grt_pass1_wl_mm = 14.66
gr-total-overflow = 0
grt_max_degree = 61
grt_pass1_vias = 2863
antenna_found_initial = 0
grt_usage_pct = 19.15

[power]
power_density_nw_per_um2 = 226.7
p_sw_w = 0.0003973
p_sw_share_pct = 35.20
p_int_w = 0.0007314
ir_worst_vdd_mv = 0.1209
p_comb_share_pct = 46.6
power.clock.fraction_pct = 20.6
power_w = 0.001129
seqPwrFrac_pct = 32.8
leakage_nw = 1.972

[synth]
ys_seq_share_pct = 49.93
ys_ff = 57
simple_gate_share_pct = 12.64
aoi_share_pct = 30.91
yosysUniqueCellTypes = 25
avgSynthCellArea_um2 = 9.635
logic_family = "AND-OR/OR-AND gates"
synthMuxAreaShare_pct = 0
xor_area_share_pct = 2.143
ys_warn_count = 1
ys_area_um2 = 2861
adder_share_pct = 0.4373
syn_inst = 297
ys_cells = 297
syn_area_um2 = 2861

[critical_path]
cp.buffers_inverters = 1
rrSetupSlack_ns = 9.18
worstPathMaxFanout = 6
required_ns = 9.12
reg2reg_to = "mem_wr_data[16]"
worstSetupStartpoint = "mem_wr_addr[0]"
crit_type = "register to output port"
worstPathCellList = "clkdlybuf4s50_1"
reg2reg_depth = 5
critPathSlowestCell = "dfstp_2"
crit_path_end = "mem_wr_addr[0]"
endpoint_kind = "output port"
r2r-start = "write_count[3]"
path_depth = 1
arrival_ns = 1.39
cpPeakStageDelay_ns = 0.58
start_kind = "register"
cp_top_family = "flip-flops"

[layout]
area_delta_synth_final_pct = 73.98
final_layout_size_suffix_gt1_share_pct = 5.732
fin_util_pct = 53.88

[routing]
firstDrtPassIters = 6
drtIter0Drc = 204
viasPerCell = 5.013
routedWlPerCell_um = 15.90
drc_errors = 0
ant_nets = 0
wl_mm = 9.539
vias = 3008
insertedDiodeCount = 0

[place]
dpl.hpwl_mm = 6.631
pre_cts_slack_ns = 7.710
gp_congestion = 0.8975
port_buffers = 177

[flow_run]
maxCapViolCount = 0
warning_count = 25

[hold_path]
hp-class = "register to register"
==> power groups by stage <==
stage	sequential [W]	clock [W]	combinational (W)
final	0.000370	0.000233	0.000526
after CTS	0.000370	0.000240	0.000535
after global routing	0.000383	0.000248	0.000592
==> state kept, by name, summed over array words and instances (netlist names) <==
signal / flops
last_read_done: 1
mem_wr_addr: 14
mem_wr_data: 32
mem_wr_en: 1
write_count: 8
writing: 1
==> placed cells by master (no fill, tap or decap), drive strengths merged, types with 2 or more instances in the layout <==
cell	n
a21boi	33
a21oi	5
a222oi	32
a31oi	2
buf	7
bufinv	3
clkbuf	11
clkdlybuf4s50	176
dfrtp	55
dfstp	2
inv	2
nand2	53
nand2b	2
nand3	3
nand4	3
nor2	18
nor3	6
nor4	2
o21ai	41
o41ai	2
xnor2	5
xor2	2
==> worst min-delay path by stage <==
stage                      startpoint              end  slack (ns)  cells after the start
after CTS             mem_wr_data[26]  mem_wr_data[26]        0.48                      2
after global routing   mem_wr_data[3]   mem_wr_data[3]        0.50                      2
final                 mem_wr_data[26]  mem_wr_data[26]        0.48                      2
==> metal layers <==
layer / vias up / global-route usage (%) / share of wire (%)
met1: 1398 / 26.82 / 43
met5: - / 0 / 0
met3: 16 / 4.932 / 9.3
met2: 137 / 31.41 / 47
li1: 1457 / - / -
met4: 0 / 2.602 / 1.5
==> synthesized netlist by cell type, drive strengths merged <==
| cell type | count | area share, % |
|---|---|---|
| dfrtp | 55 | 48 |
| nand2 | 53 | 7.0 |
| o21ai | 41 | 7.2 |
| a21boi | 33 | 8.7 |
| a222oi | 32 | 11 |
| nor2 | 18 | 2.4 |
| clkbuf | 16 | 2.1 |
| buf | 9 | 1.6 |
| nor3 | 6 | 1.0 |
| a21oi | 5 | 0.87 |
| xnor2 | 5 | 1.5 |
| nand3 | 3 | 0.52 |
| nand4 | 3 | 0.66 |
| a31oi | 2 | 0.44 |
| dfstp | 2 | 1.8 |
| inv | 2 | 0.26 |
| nand2b | 2 | 0.44 |
| nor4 | 2 | 0.44 |
| o41ai | 2 | 1.9 |
| xor2 | 2 | 0.61 |
| and2 | 1 | 0.22 |
| ha | 1 | 0.44 |
| o31ai | 1 | 0.26 |
| o41a | 1 | 0.39 |
==> per-stage QoR <==
stage          cell area (µm²)  std cells
5_1_grt                   4979        600
4_1_cts                   4979        600
3_5_place_dp              4735        584
6_report                  4979        600
3_3_place_gp              4735        584
2_1_floorplan             2861        297
==> cell families after synthesis <==
group,Yosys count
simple gates,88
xor+xnor,7
fa+ha+maj,1
buf+inv,27
flops,57
compound gates,117
==> layout make-up <==
cell class / instances / area [µm²]
clock buffers: 11 / 141.4
clock inverters: 5 / 102.6
fillers: 814 / 4262
inverters: 2 / 7.507
multi-input cells: 213 / 1325
flip-flops and latches: 57 / 1429
well taps: 129 / 161.4
repair buffers: 183 / 1812
No activity file was given, so power comes from the tool's default toggle rates.
