File: flow/design.v
module ip_clk #(
    parameter integer CLKOUT0_DIVIDE = 1,   
    parameter integer CLKOUT1_DIVIDE = 1,   
    parameter integer LOCK_DELAY     = 32   
)(
    input  wire clkin1,
    output wire clkout0,
    output wire clkout1,
    output wire pll_lock
);
    function integer even_divide;
        input integer value;
        integer tmp;
        begin
            if (value <= 1) begin
                even_divide = 2;
            end else begin
                tmp = (value % 2) ? (value + 1) : value;
                even_divide = (tmp < 2) ? 2 : tmp;
            end
        end
    endfunction
    generate
        if (CLKOUT0_DIVIDE <= 1) begin : g_clk0_passthrough
            assign clkout0 = clkin1;
        end else begin : g_clk0_divider
            localparam integer DIV0 = even_divide(CLKOUT0_DIVIDE);
            localparam integer HALF0 = DIV0 / 2;
            reg [31:0] cnt0 = 32'd0;
            reg        clk0 = 1'b0;
            always @(posedge clkin1) begin
                if (cnt0 == DIV0 - 1) begin
                    cnt0 <= 32'd0;
                end else begin
                    cnt0 <= cnt0 + 32'd1;
                end
                if (cnt0 < HALF0)
                    clk0 <= 1'b1;
                else
                    clk0 <= 1'b0;
            end
            assign clkout0 = clk0;
        end
    endgenerate
    generate
        if (CLKOUT1_DIVIDE <= 1) begin : g_clk1_passthrough
            assign clkout1 = clkin1;
        end else begin : g_clk1_divider
            localparam integer DIV1 = even_divide(CLKOUT1_DIVIDE);
            localparam integer HALF1 = DIV1 / 2;
            reg [31:0] cnt1 = 32'd0;
            reg        clk1 = 1'b0;
            always @(posedge clkin1) begin
                if (cnt1 == DIV1 - 1) begin
                    cnt1 <= 32'd0;
                end else begin
                    cnt1 <= cnt1 + 32'd1;
                end
                if (cnt1 < HALF1)
                    clk1 <= 1'b1;
                else
                    clk1 <= 1'b0;
            end
            assign clkout1 = clk1;
        end
    endgenerate
    localparam integer LOCK_MAX = (LOCK_DELAY < 1) ? 1 : LOCK_DELAY;
    reg [31:0] lock_cnt = 32'd0;
    reg        pll_lock_r = 1'b0;
    always @(posedge clkin1) begin
        if (!pll_lock_r) begin
            if (lock_cnt == LOCK_MAX - 1) begin
                pll_lock_r <= 1'b1;
            end else begin
                lock_cnt <= lock_cnt + 32'd1;
            end
        end
    end
    assign pll_lock = pll_lock_r;
endmodule
File: flow/run.sh
#!/bin/bash
# OpenROAD 26Q1-2900-gdf79404cd8, Yosys 0.63+post, stock flow scripts
make -C /OpenROAD-flow-scripts/flow DESIGN_CONFIG=/design/flow/config.mk WORK_HOME=/design/flow/orfs finish
File: flow/config.mk
export PLATFORM = sky130hd
export DESIGN_NAME = ip_clk
export DESIGN_NICKNAME = ip_clk
export VERILOG_FILES = /design/flow/design.v
export SDC_FILE = /design/flow/constraint.sdc
export NUM_CORES = 4
export LEC_CHECK = 1
export CORE_UTILIZATION = 30
File: flow/constraint.sdc
current_design ip_clk

set clk_period 4.6
set clk_io_pct 0.2

create_clock -name clk0 -period $clk_period [get_ports {clkin1}]

set non_clock_inputs [all_inputs -no_clocks]
set_input_delay [expr $clk_period * $clk_io_pct] -clock clk0 $non_clock_inputs
set_output_delay [expr $clk_period * $clk_io_pct] -clock clk0 [all_outputs]
==> changes_impl.md <==
### Physical design

- I/O Pins: 4
- Cell variety after synth: 26
- Chip Area, Yosys: ~1700 um^2
- Synth area leaders: edfxtp_1, xor2_1, xnor2_1
- Hold buffer count at CTS: 0
- Final ANT Viol Nets: 0
- Outcome: completed
- Residual DRC: 0
- Fp util: 31.3%
- Pwr Total: 642 uW
- First-pass detailed-route iteration total: 4
- Vias post-DR: between 1000 and 1500
- CP required: between 3000 and 4000 ps
- Setup violators final: 0
- Critical path class: clock port to output port
- Antenna violations before repair: 0
- Via/cell ratio: 5.08
- Dominant logic cell types in the final layout: edfxtp_1, xor2_1, xnor2_1
- Met1 Usage GRT: 16.2%
- First-pass GRT wire length: 5200 um
- Max Cap Violations: 0
- Chip width: 77.8 um
- Initial detailed-routing violation count: around 63
- Most used logic cell in the final layout: edfxtp_1
- Max Fanout on Critical Path: 2
- Port bufs: 3
- Drt total wl: 3010 um
- Grt total ovfl: 0
- P_leak: roughly 0.00077 uW
- Fillers: 526
- WL per Instance: 13.5 um
- Worst vdd ir: 275 uV
- Post-synth seq share: 57.0%
- Hold crit path type: flop to flop
- Top Usage Layer GRT: met2
- Die y size: 77.8 um
- Met2 Resource Use GR: ~17%
- Reg clk slew, reported paths: 50 ps
- Vias in the first global route: between 1000 and 1500
- Final slew viol count: 0
- Syn. warnings: 1
- Syn-to-layout area delta: 13.1%
- Setup Skew: 9.27 ps
- Core Rows: 27
- GR Layer Usage met3: 4.90%
- Syn Inst Count: around 140
- # Post-CTS Setup Buffers: 0
- Die Area: 6050 um^2
- Area leader share: 55.8%
- Final Hold Vio Count: 0
- CTS tree: done
- Worst rel slew slack: about 37%
- Synthesized area per cell: 12.3 um^2
- GRT Overall Usage: 11.3%
- CP Data Arrival Time: 2920 ps
- CP Capture Type: output port
- Cell Area, Synth: 1720 um^2
- Clk latency late pin: about 380 ps
- Largest net degree at the start of global routing: 18
- Tool Warnings: 27
- Startpoint types: clock port
- Fin util: 35.4%
- Number of cells in Yosys stat: roughly 140
- Flops after synth: 33
- Diode count: 0
- Share of layout cells above drive strength 1: 10.7%
- PostCTS Resize Cnt: 0
- RSZ-0062 raised after global routing: false
- Worst-Margin Slew: approximately 940 ps
- TNS Setup: 0 ps
- GPL Wtd Cong: between 0.7 and 0.8
- Core Box Area: 5510 um^2
- Power Density: roughly 330 nW/um^2
- Final HPWL DP: 1950 um
- Synth area leader: edfxtp_1
cell usage after synthesis (all sizes together):
master / instances
and3: 3
nor4: 9
nand4b: 1
edfxtp: 32
buf: 4
nor2: 6
xnor2: 13
nand2b: 1
nand4: 6
nand3: 11
nor3b: 1
xor2: 17
ha: 1
and2: 2
inv: 4
a21o: 1
and4: 4
nand2: 10
dfxtp: 1
nor3: 11
clkbuf: 1
a21oi: 1
report_power, final:
group,internal [uW],switching (uW)
clock network,204,114
logic,0,0
registers,324,0
kinds of logic (layout without fill, tap and decap cells):
family | Yosys count | after routing | synth area share (%)
and+or+nand+nor | 65 | 65 | 23.3
DFF | 33 | 33 | 57.0
xor gates and xnor gates | 30 | 30 | 15.3
buffers and inverters | 9 | 19 | 3.05
AOI/OAI and AO/OA | 2 | 2 | 0.727
adders and majority gates | 1 | 1 | 0.727
through the flow:
stage	cells	instance area [um^2]	worst slack [ps]	hold WS [ps]
finish	222	1950	758	497
global route	222	1950	746	533
CTS	222	1950	747	503
detailed placement	211	1820	1010	490
global placement	211	1820	1010	479
floorplan	140	1720	1280	406
area by class of cell:
| class | instances | area (um^2) | share of cell area (%) |
|---|---|---|---|
| Multi-Input combinational cell | 98 | 692 | 35.5 |
| Clock inverter | 1 | 3.75 | 0.193 |
| Clock buffer | 12 | 148 | 7.58 |
| Sequential cell | 33 | 981 | 50.4 |
| Tap cell | 72 | 90.1 | 4.63 |
| Inverter | 4 | 15.0 | 0.771 |
| Timing Repair Buffer | 2 | 17.5 | 0.900 |
worst max-delay path: stages:
cell and delay, ps:
clkbuf_8 110, clkbuf_8 120, clkdlybuf4s50_1 390
worst paths after layout:
path / from / endpoint / slack (ps) / depth (start not counted)
hold / removal: pll_lock_r$_SDFF_PP1_ / pll_lock_r$_SDFF_PP1_ / 500 / 1
setup / recovery: clkin1 / clkout1 / 760 / 3
setup reg to reg: lock_cnt[0]$_DFFE_PP_ / lock_cnt[3]$_DFFE_PP_ / 1980 / 6
hold reg to reg: pll_lock_r$_SDFF_PP1_ / pll_lock_r$_SDFF_PP1_ / 500 / 1
state kept, by name, indices dropped and copies added, names as in the netlist:
register,cells
pll_lock_r,1
lock_cnt,32
per-layer routing:
| layer | vias up | part of all wire, % |
|---|---|---|
| met5 | - | 0 |
| met4 | 0 | 0.43 |
| met3 | 2 | 6.6 |
| met2 | 36 | 46 |
| met1 | 554 | 47 |
| li1 | 535 | - |
Power and IR drop assume default switching activity.
